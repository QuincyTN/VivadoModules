<file path="flow/design.v">
`timescale 1ns / 1ps
module LIFO_Stack #(parameter WL = 8, DEPTH = 16)
                   (input CLK, RST, rReq, wReq,
                    input [WL-1:0] din,
                    output Full, Empty, Error,
                    output reg [WL-1:0] dout);
    reg [WL-1:0] stack [DEPTH-1:0];
    integer sp;
    integer i;
    always @(posedge CLK) begin
        if(!RST) begin
            sp <= 0;
            i <= 0;
            dout <= 0;
            for(i = 0; i < DEPTH; i = i + 1) begin
                stack[i] <= 0;
            end
        end
        else begin
            if(rReq) begin
                if(!Empty) begin
                    dout <= stack[sp-1];
                    sp <= sp - 1;
                end
                else if(!Empty && wReq) begin
                    dout <= stack[sp-1];
                    sp <= sp;
                end
            end
            if(wReq) begin
                if(!Full && !rReq) begin
                    stack[sp] <= din;
                    sp <= sp + 1;
                end
                else if(!Full && rReq) begin
                    stack[sp-1] <= din;
                    sp <= sp;
                end
            end
        end
    end
    assign Full = (sp >= DEPTH) ? 1:0;
    assign Empty = (sp <= 0) ? 1:0;
    assign Error = ((wReq && Full) || (rReq && Empty)) ? 1:0;
endmodule
</file>
<file path="flow/run.sh">
#!/bin/bash
# OpenROAD 26Q1-2900-gdf79404cd8, Yosys 0.63+post, stock flow scripts
make -C /OpenROAD-flow-scripts/flow DESIGN_CONFIG=/design/flow/config.mk WORK_HOME=/design/flow/orfs finish
</file>
<file path="flow/config.mk">
export PLATFORM = sky130hd
export DESIGN_NAME = LIFO_Stack
export DESIGN_NICKNAME = LIFO_Stack
export VERILOG_FILES = /design/flow/design.v
export SDC_FILE = /design/flow/constraint.sdc
export NUM_CORES = 4
export LEC_CHECK = 1
export CORE_UTILIZATION = 40
</file>
<file path="flow/constraint.sdc">
current_design LIFO_Stack

set clk_period 5.1
set clk_io_pct 0.2

create_clock -name clk0 -period $clk_period [get_ports {CLK}]

set non_clock_inputs [all_inputs -no_clocks]
set_input_delay [expr $clk_period * $clk_io_pct] -clock clk0 $non_clock_inputs
set_output_delay [expr $clk_period * $clk_io_pct] -clock clk0 [all_outputs]
</file>
==> run summary <==
The layout was made with Yosys and OpenROAD.

The flow ran to the end, but the final reports show violations. The final reports fail on DRC. The number of flops mapped to enable cells by yosys is about 130. After the flow finishes, the layout carries non-filler instances totaling 1,079. The detailed placer's ending HPWL is 14.2 mm.

STA reports the tightest min-delay check as being of type reg -> reg. The clock transition at the registers of the reported paths is 0.07 ns. The worst setup path is of the reg -> out kind. Summing over the stages, the warning tally comes to 27. The synthesis report lists the Yosys warning total as 1. The final routed wirelength across all metal layers is about 22 mm. The routability congestion estimate from global placement is 0.901. The final count of hold timing violations is 0.

Per the detailed placement report, the placed cell area equals 9450 um^2. The slew check shows that the tightest pin keeps a relative margin of 0.374. Post-route period utilization is reported as 0.874. Clock latency on the worst-skew pair, taken at its later pin, is ~0.43 ns. The full die area is around 23,000 um^2.

The area of the core region is 22,000 um^2. Counting along the longest clock path gives a buffer depth of 2. The number of storage elements in the synthesis netlist is about 170. Across the routed clock network, the largest skew measured is ~0.013 ns.

The number of buffers inserted by post-CTS setup repair is 0. The vertical die dimension reported for this design is 152 um. The residual DRC count is 4. The highest supply drop recorded on VDD is 0.396 mV. TritonCTS built the clock tree. The total of max-cap violations is 0. The utilization after layout is 0.457.

The core utilization before placement is 0.410. The area taken by sequential standard cells is reported as about 4600 um^2. The sequential share of the synthesized area is 0.516. Per the synth stats, the flop cell with the highest instance count is sky130_fd_sc_hd__edfxtp_1.

Port buffering added 22 buffers. The number of antenna violations at the first check in global routing is 0. The worst endpoint required time is between 4 and 5 ns.

The largest fanout on the critical path is 21. The arrival time at the worst endpoint is 3.44 ns. Setup repair after global routing left no endpoint under its margin.

The endpoint class of the critical path is an output pin. Per the layout area report, the combinational gate area comes to 3970 um^2. The cell-internal power is around 3.4 mW.

The mapped netlist covers ~9000 um^2. Per the OpenROAD power report, switching power amounts to 2.47 mW. For this design, the CTS-stage hold fixing added 0 buffers. The number of cells upsized or downsized after cts is 0. The layout summary lists the proportion of cells stronger than drive strength 1 as 0.143. For this run, the total global-route usage over all layers was measured as 0.212. The worst setup path is launched from a register. The number of inserted filler cells in the final layout is around 1,900. Of the total power, registers draw 0.319. The routed design shows a wire length per standard cell of ~21 um. The detailed placer reported the number of placed instances as between 1,000 and 1,500. Per the post-route antenna check, the number of violating nets is 0. In the final timing run, aggregate negative setup slack is 0 ns. Of the total power, combinational logic draws 0.463. Per the final report, max-transition violations number 0.

The count of H-tree levels built during CTS is 4. TritonCTS created 17 clock buffers. The detailed router finished its first iteration with about 450 violations. In the synthesis report, Yosys lists the chip area as roughly 9000 um^2. The transition time of the tightest slew-check pin is ~0.93 ns. The total clock sinks is 168. Per the timing report, the achievable frequency comes out to roughly 220 MHz. The floorplan row count is between 50 and 60.

The maximum number of pins on one net before global-route repair is 50. The detailed router placed 6,504 vias in this run. The final design instance area without fill is between 10,000 and 15,000 um^2.

The first TritonRoute pass finished after approximately 46 iterations. The first global-routing pass estimated about 35 mm of wire. The post-synthesis cell count is between 700 and 800. In the final report, the number of endpoints failing setup comes to 0. The growth of design area from synthesis to finish is 11.5%.

Per the CTS log, the root buffer master is sky130_fd_sc_hd__clkbuf_16. The fraction of registers with async set/reset is 0. The smallest clock period supported by the final layout is computed as between 4 and 5 ns.

The number of global-route vias before repair is 6,388. According to the I/O placement log, the pin count is 23. In the routed netlist, the antenna diode instances number 0. From left edge to right edge, the die measures around 150 um. The netlist uses between 60 and 70 different library cells.

The mean area per synthesized cell is about 11 um^2. The cell leakage power is approximately 3.9 nW. After global routing the overflow that remains totals 0. The power density over the cells is ~590 nW/um^2. The net switching fraction of the power is 0.419. Of the total power, the clock network draws 0.218. The detail-routed via count per cell is 6.03. After synthesis, the design contains 799 cells according to Yosys.
[synthesized netlist by cell type, types with 10 or more instances]
cell type | instances | area [um^2]
sky130_fd_sc_hd__a21oi_1 | 24 | 120
sky130_fd_sc_hd__clkbuf_1 | 65 | 244
sky130_fd_sc_hd__mux2i_1 | 25 | 250
sky130_fd_sc_hd__nor3_1 | 12 | 60.1
sky130_fd_sc_hd__a21boi_1 | 10 | 75.1
sky130_fd_sc_hd__or4_1 | 13 | 97.6
sky130_fd_sc_hd__nor2_1 | 25 | 93.8
sky130_fd_sc_hd__mux4_2 | 40 | 901
sky130_fd_sc_hd__edfxtp_1 | 128 | 3840
sky130_fd_sc_hd__nand3_1 | 40 | 200
sky130_fd_sc_hd__o21ai_0 | 23 | 115
sky130_fd_sc_hd__nand2_1 | 53 | 199
sky130_fd_sc_hd__and3_1 | 132 | 826
sky130_fd_sc_hd__nand4_1 | 23 | 144
sky130_fd_sc_hd__nand2b_1 | 27 | 169
sky130_fd_sc_hd__dfxtp_1 | 40 | 801
[cells in the final DEF, fill, tap and decap left out, types with 4 or more instances in the layout]
cell type / netlist / routed
sky130_fd_sc_hd__or3_1: 6 / 6
sky130_fd_sc_hd__inv_1: 8 / 8
sky130_fd_sc_hd__clkbuf_16: 0 / 17
sky130_fd_sc_hd__buf_4: 1 / 31
sky130_fd_sc_hd__nor3_1: 12 / 12
sky130_fd_sc_hd__or4_1: 13 / 13
sky130_fd_sc_hd__nor2_1: 25 / 25
sky130_fd_sc_hd__and2_1: 4 / 4
sky130_fd_sc_hd__nor2b_1: 8 / 8
sky130_fd_sc_hd__and3_1: 132 / 132
sky130_fd_sc_hd__edfxtp_1: 128 / 128
sky130_fd_sc_hd__mux2i_1: 25 / 25
sky130_fd_sc_hd__nand4b_1: 4 / 4
sky130_fd_sc_hd__clkdlybuf4s50_1: 0 / 21
sky130_fd_sc_hd__mux4_2: 40 / 40
sky130_fd_sc_hd__nand4_1: 23 / 23
sky130_fd_sc_hd__inv_8: 0 / 6
sky130_fd_sc_hd__o21ai_1: 4 / 6
sky130_fd_sc_hd__a21boi_1: 10 / 10
sky130_fd_sc_hd__clkinv_8: 0 / 4
sky130_fd_sc_hd__o21ai_0: 23 / 21
sky130_fd_sc_hd__nand3_1: 40 / 40
sky130_fd_sc_hd__a21oi_1: 24 / 24
sky130_fd_sc_hd__nand2_1: 53 / 53
sky130_fd_sc_hd__nand2b_1: 27 / 27
sky130_fd_sc_hd__nor4_1: 9 / 9
sky130_fd_sc_hd__and4_1: 5 / 5
sky130_fd_sc_hd__dfxtp_1: 40 / 39
[per-layer routing]
metal / vias up / track usage / routed length, um
met5: - / 0.00414 / 0
met1: 3089 / 0.300 / 8950
met4: 0 / 0.0224 / 241
li1: 3029 / - / -
met3: 21 / 0.117 / 3120
met2: 365 / 0.310 / 10200
[power groups by stage]
stage | sequential [mW] | clock (mW) | combinational, mW
4_1_cts | 1.87 | 1.29 | 2.70
5_1_grt | 1.91 | 1.35 | 2.97
6_report | 1.88 | 1.28 | 2.72
[stage by stage]
step,worst slack [ns],hold WS [ns],power (mW)
3_5_place_dp,1.13,0.454,4.59
2_1_floorplan,1.65,0.421,3.89
4_1_cts,0.673,0.464,5.86
3_3_place_gp,1.20,0.448,4.58
6_report,0.642,0.457,5.88
5_1_grt,0.477,0.477,6.23
[state kept, by name, indices dropped and copies added, names as in the netlist]
register / cells
dout: 8
stack: 128
sp: 32
[critical path: stages, from the launching register on]
cell,delay [ns]
sky130_fd_sc_hd__dfxtp_1,0.37
sky130_fd_sc_hd__or4_1,0.70
sky130_fd_sc_hd__nor4_2,0.45
sky130_fd_sc_hd__a31o_2,0.54
sky130_fd_sc_hd__inv_2,0.28
sky130_fd_sc_hd__a22o_1,0.25
sky130_fd_sc_hd__clkdlybuf4s50_1,0.41
[layout make-up]
cell class              count  share of cell area
flip-flops and latches    168               0.463
multi-input cells         537               0.395
repair buffers             53              0.0446
clock buffers              17              0.0424
well taps                 280              0.0349
clock inverters            15              0.0173
inverters                   9             0.00336
[worst paths after layout]
kind | from | to | slack [ns] | cells after the start
min reg2reg | dout[5]$_SDFFE_PN0P_ | dout[5]$_SDFFE_PN0P_ | 0.46 | 2
max | sp[12]$_SDFFE_PN0P_ | Error | 0.64 | 6
max reg2reg | sp[12]$_SDFFE_PN0P_ | stack[0][7]$_SDFFCE_PN0P_ | 1.27 | 7
min | dout[5]$_SDFFE_PN0P_ | dout[5]$_SDFFE_PN0P_ | 0.46 | 2
[kinds of logic (layout without fill, tap and decap cells)]
kind of cell / count (synthesis) / after routing / share of synthesized area
compound gates: 89 / 89 / 0.0640
buf+inv: 94 / 94 / 0.0438
simple gates: 374 / 374 / 0.239
mux: 65 / 65 / 0.128
flops: 168 / 168 / 0.516
xor+xnor: 6 / 6 / 0.00584
fa+ha+maj: 3 / 3 / 0.00417
Power and IR drop assume default switching activity.
