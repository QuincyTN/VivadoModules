--- ./run.sh ---
#!/bin/bash
# OpenROAD 26Q1-2900-gdf79404cd8, Yosys 0.63+post, stock flow scripts
make -C /OpenROAD-flow-scripts/flow DESIGN_CONFIG=/design/flow/config.mk WORK_HOME=/design/flow/orfs finish
--- ./config.mk ---
export PLATFORM = sky130hd
export DESIGN_NAME = CSA
export DESIGN_NICKNAME = CSA
export VERILOG_FILES = /design/flow/design.v
export SDC_FILE = /design/flow/constraint.sdc
export NUM_CORES = 4
export LEC_CHECK = 1
export CORE_AREA = 10 10 70 70
export DIE_AREA = 0 0 80 80
--- ./constraint.sdc ---
current_design CSA

set clk_period 13.0
set clk_io_pct 0.2

create_clock -name clk0 -period $clk_period

set non_clock_inputs [all_inputs -no_clocks]
set_input_delay [expr $clk_period * $clk_io_pct] -clock clk0 $non_clock_inputs
set_output_delay [expr $clk_period * $clk_io_pct] -clock clk0 [all_outputs]
--- ./design.v ---
`timescale 1ns / 1ps
module CSA(input [15:0] a,b, 
           input c_in, 
           output [15:0] sum, 
           output c_out);
    wire carry1, carry2, carry3, carry4, carry5, carry6, carry7, carry8, carry9;
    wire [3:0] ATM1, ATM2, ATM3, ATM4, ATM5, ATM6;
    RCA_4b adder1(.a(a[3:0]), .b(b[3:0]), .c_in(c_in), .sum(sum[3:0]), .c_out(carry1));
    RCA_4b adder2(.a(a[7:4]), .b(b[7:4]), .c_in(1), .sum(ATM1[3:0]), .c_out(carry2));
    RCA_4b adder3(.a(a[7:4]), .b(b[7:4]), .c_in(0), .sum(ATM2[3:0]), .c_out(carry3));
    MUX_2to1 mux1(.sel(carry1), .in_1(ATM1[0]), .in_2(ATM2[0]), .mux_out(sum[4]));
    MUX_2to1 mux2(.sel(carry1), .in_1(ATM1[1]), .in_2(ATM2[1]), .mux_out(sum[5]));
    MUX_2to1 mux3(.sel(carry1), .in_1(ATM1[2]), .in_2(ATM2[2]), .mux_out(sum[6]));
    MUX_2to1 mux4(.sel(carry1), .in_1(ATM1[3]), .in_2(ATM2[3]), .mux_out(sum[7]));
    MUX_2to1 mux5(.sel(carry1), .in_1(carry2), .in_2(carry3), .mux_out(carry4));
    RCA_4b adder4(.a(a[11:8]), .b(b[11:8]), .c_in(1), .sum(ATM3[3:0]), .c_out(carry5));
    RCA_4b adder5(.a(a[11:8]), .b(b[11:8]), .c_in(0), .sum(ATM4[3:0]), .c_out(carry6));
    MUX_2to1 mux6(.sel(carry4), .in_1(ATM3[0]), .in_2(ATM4[0]), .mux_out(sum[8]));
    MUX_2to1 mux7(.sel(carry4), .in_1(ATM3[1]), .in_2(ATM4[1]), .mux_out(sum[9]));
    MUX_2to1 mux8(.sel(carry4), .in_1(ATM3[2]), .in_2(ATM4[2]), .mux_out(sum[10]));
    MUX_2to1 mux9(.sel(carry4), .in_1(ATM3[3]), .in_2(ATM4[3]), .mux_out(sum[11]));
    MUX_2to1 mux10(.sel(carry4), .in_1(carry5), .in_2(carry6), .mux_out(carry7));
    RCA_4b adder6(.a(a[15:12]), .b(b[15:12]), .c_in(1), .sum(ATM5[3:0]), .c_out(carry8));
    RCA_4b adder7(.a(a[15:12]), .b(b[15:12]), .c_in(0), .sum(ATM6[3:0]), .c_out(carry9));
    MUX_2to1 mux11(.sel(carry7), .in_1(ATM5[0]), .in_2(ATM6[0]), .mux_out(sum[12]));
    MUX_2to1 mux12(.sel(carry7), .in_1(ATM5[1]), .in_2(ATM6[1]), .mux_out(sum[13]));
    MUX_2to1 mux13(.sel(carry7), .in_1(ATM5[2]), .in_2(ATM6[2]), .mux_out(sum[14]));
    MUX_2to1 mux14(.sel(carry7), .in_1(ATM5[3]), .in_2(ATM6[3]), .mux_out(sum[15]));
    MUX_2to1 mux15(.sel(carry7), .in_1(carry8), .in_2(carry9), .mux_out(c_out));
endmodule
`timescale 1ns / 1ps
module Dataflow_FA(input a, b, c_in, 
                   output sum, c_out);
    wire x,y,z;
    assign x = a ^ b;
    assign sum = x ^ c_in;
    assign y = a & b;
    assign z = c_in & x;
    assign c_out = y | z;
endmodule
`timescale 1ns / 1ps
module Gate_FA(input a, b, c_in, 
               output sum, c_out);
    wire x,y,z;
    xor m1(x, a, b);
    xor m2(sum, x, c_in);
    and m3(y, a, b);
    and m4(z, c_in, x);
    or m5(c_out, y, z);
endmodule
`timescale 1ns / 1ps
module MUX_2to1(input sel, in_1, in_2, 
                output mux_out);
    assign mux_out = sel ? in_1 : in_2;
endmodule
`timescale 1ns / 1ps
module RCA_4b(input [3:0] a, b, 
              input c_in, 
              output [3:0] sum, 
              output c_out);
    wire [2:0] carry;
    Gate_FA FA0(.a(a[0]), .b(b[0]), .c_in(c_in), .sum(sum[0]), .c_out(carry[0]));
    Gate_FA FA1(.a(a[1]), .b(b[1]), .c_in(carry[0]), .sum(sum[1]), .c_out(carry[1]));
    Dataflow_FA FA2(.a(a[2]), .b(b[2]), .c_in(carry[1]), .sum(sum[2]), .c_out(carry[2]));
    Dataflow_FA FA3(.a(a[3]), .b(b[3]), .c_in(carry[2]), .sum(sum[3]), .c_out(c_out));
endmodule
==> impl_metrics.csv <==
group,metric,value,unit
worst_hold_path,worstHoldStart,"b[2]",
worst_hold_path,min_path_type,"input port to output pin",
sta,period_needed,11600,ps
floorplanning,die_area,6400,sq um
clock_tree,cts_hold_buf,0,
route,vias,473,
logic_synthesis,avgSynthCellArea,9.182,sq um
setup_path,cp_data_arrival_time,9000,ps
power,p_int,0.03222,mW
placed_design,port-buffer-count,50,
power,peakVddDrop,0.01565,mV
final_layout,seq_area,0,sq um
route,wl_per_cell,10.06,um
route,first_iter_violations,6,
logic_synthesis,synth_area,596.8,sq um
final_layout,ff_count,0,
logic_synthesis,ys_cells,65,
setup_path,cp_num_buf_inv,8,
floorplanning,design.core.area,3416,sq um
logic_synthesis,syn_inst,65,
grt,grt_usage,0.04564,
final_layout,final_area,1035,sq um
power,combPwrFrac,1.000,
route,diodes,0,
worst_hold_path,hold_path_depth,5,
floorplanning,num_rows,21,
logic_synthesis,yosys_area,596.8,sq um
floorplanning,fp_util,0.1747,
setup_path,critical-path-top-delay-family,"adder cells",
logic_synthesis,yosysSeqAreaShare,0,
power,p_switching,0.01194,mW
setup_path,crit_type,"input port to output pin",
grt,antenna_found_initial,0,
route,first_pass_iters,2,
sta,final_hold_viol_count,0,
outcome,status,"complete, no violations",
placed_design,dp_hpwl,1431,um
setup_path,crit_top_cell,"fa_1",
final_layout,syn_to_final_growth,73.37,%
sta,max_clock_freq,86.20,MHz
worst_hold_path,min_to,"sum[2]",
placed_design,place_area,1035,sq um
sta,tns,0,ps
grt,grt_pass1_vias,548,
setup_path,start_kind,"input port",
setup_path,worstPathRequired,10400,ps
setup_path,critPathLaunch,"a[0]",
placed_design,place_congestion,0.8024,
sta,setup_viol,0,
power,p_clk_frac,0,
sta,finalCritPeriodShare,0.8924,
route,vias_per_cell,3.262,
sta,slew_violations,0,
route,detail-route-antenna-nets,0,
final_layout,nClkBuffers,0,
floorplanning,die_w,80,um
power,p_leak,0.4832,nW
setup_path,end_kind,"output pin",
grt,grt_pass1_wl,2477,um
floorplanning,die_h,80,um
clock_tree,ctsResizeCount,0,
power,p_sw_frac,0.2704,
clock_tree,post-cts-setup-buffers,0,
run,cap_violations,0,
setup_path,cp_max_fo,3,
setup_path,worst_path_max_delay_cell,"clkdlybuf4s50_1",
grt,grt_overflow,0,
sta,rsz0062_at_grt,"false",
run,tool_warnings,35,
logic_synthesis,synth.distinct_cells,8,
power,power-per-cell-area,42.68,nW/um^2
setup_path,max_stage_delay,470,ps
final_layout,drive_gt1_frac,0,
power,p_seq_frac,0,
logic_synthesis,synth_warnings,6,
sta,max-slew-margin-rel,0.8851,
sta,tightest_slew,167.5,ps
grt,grt_max_degree,4,
route,wirelength,1458,um
route,drc_errors,0,
floorplanning,pin_count,50,
[cell type report]
| type | instances | area (sq um) |
|---|---|---|
| fill | 368 | 2381 |
| inverter | 23 | 86.33 |
| multi-input combinational | 26 | 390.4 |
| timing repair buffer | 50 | 500.5 |
| tap | 46 | 57.56 |
[Yosys cell counts]
cell type,n,share of area
ha_1,6,0.13
xor2_1,3,0.044
fa_1,13,0.44
inv_1,23,0.14
buf_4,16,0.20
mux2i_1,2,0.034
nor2_1,1,0.0063
a21oi_1,1,0.0084
[per-stage QoR]
| stage | worst slack, ps | utilization | instances | power [mW] | hold slack, ps |
|---|---|---|---|---|---|
| 6_report | 1399 | 0.3029 | 145 | 0.04417 | 6253 |
| 5_1_grt | 1023 | 0.3029 | 145 | 0.05066 | 6312 |
| 4_1_cts | 1325 | 0.3029 | 145 | 0.04595 | 6275 |
| 3_5_place_dp | 1331 | 0.3029 | 145 | 0.04557 | 6270 |
| 3_3_place_gp | 1346 | 0.3029 | 145 | 0.04549 | 6257 |
| 2_1_floorplan | 2427 | - | 65 | 0.02395 | 5414 |
[how the worst max path moves through the flow]
stage / endpoint / slack, ps / cells after the start
final: sum[15] / 1400 / 25
after global routing: sum[15] / 1020 / 25
after CTS: sum[15] / 1320 / 25
[metal layers]
metal / GRT usage / vias to the layer above / share of wire
met2: 0.06822 / 39 / 0.37
met3: 0.03409 / 0 / 0.22
li1: - / 230 / -
met1: 0.05498 / 204 / 0.41
met5: 0 / - / 0
met4: 0 / 0 / 0
[cell families after synthesis]
group,after synthesis,synth area share
compound gates,1,0.008378
xor+xnor,3,0.04403
fa+ha+maj,19,0.5618
buf+inv,39,0.3459
mux,2,0.03354
simple gates,1,0.006283
[power groups by stage]
stage,combinational (mW),clock (mW),sequential (mW)
4_1_cts,0.0460,0,0
5_1_grt,0.0507,0,0
6_report,0.0442,0,0
[cell usage in the layout (no fill, tap or decap)]
cell type / instances
clkdlybuf4s50_1: 50
inv_1: 23
fa_1: 13
ha_1: 6
xor2_1: 3
mux2i_1: 2
nor2_1: 1
a21oi_1: 1
Power and IR drop assume default switching activity.
