<file path="flow/config.mk">
export PLATFORM = sky130hd
export DESIGN_NAME = FIFO_Buffer
export DESIGN_NICKNAME = FIFO_Buffer
export VERILOG_FILES = /design/flow/design.v
export SDC_FILE = /design/flow/constraint.sdc
export NUM_CORES = 4
export LEC_CHECK = 1
export CORE_UTILIZATION = 50
</file>
<file path="flow/constraint.sdc">
current_design FIFO_Buffer

set clk_period 4.8
set clk_io_pct 0.2

create_clock -name clk0 -period $clk_period [get_ports {CLK}]

set non_clock_inputs [all_inputs -no_clocks]
set_input_delay [expr $clk_period * $clk_io_pct] -clock clk0 $non_clock_inputs
set_output_delay [expr $clk_period * $clk_io_pct] -clock clk0 [all_outputs]
</file>
<file path="flow/design.v">
`timescale 1ns / 1ps
module FIFO_Buffer #(parameter WL = 8, DEPTH = 8)
                    (input CLK, RST, rReq, wReq,
                     input [WL-1:0] din,
                     output Full, Empty, Error,
                     output reg [WL-1:0] dout);
    reg [WL-1:0] buffer [DEPTH-1:0];
    integer rPtr, wPtr, i, height;
    always @(posedge CLK) begin
        if(!RST) begin
            rPtr <= 0;
            wPtr <= 0;
            dout <= 0;
            height <= 0;
            for(i = 0; i < DEPTH; i = i + 1) begin
                buffer[i] <= 0;
            end
        end
        else begin
            if(rReq) begin
                if(!Empty) begin
                    dout <= buffer[rPtr];
                    rPtr <= (rPtr + 1) % DEPTH;
                    height <= height - 1;
                end
                else if(!Empty && wReq) begin
                    dout <= buffer[rPtr];
                    rPtr <= rPtr;
                    wPtr <= wPtr;
                    height <= height;
                end
            end
            if(wReq) begin
                if(!Full) begin
                    buffer[wPtr] <= din;
                    wPtr <= (wPtr + 1) % DEPTH;
                    height <= height + 1;
                end
                else if(!Full && rReq) begin
                    buffer[wPtr] <= din;
                    rPtr <= rPtr;
                    wPtr <= wPtr;
                    height <= height;
                end
            end
        end       
    end
    assign Full = (rPtr == wPtr && height >= DEPTH) ? 1 : 0;
    assign Empty = (rPtr == wPtr && height <= 0) ? 1 : 0;
    assign Error = ((Full && wReq) || (Empty && rReq)) ? 1 : 0;
endmodule
</file>
<file path="flow/run.sh">
#!/bin/bash
# OpenROAD 26Q1-2900-gdf79404cd8, Yosys 0.63+post, stock flow scripts
make -C /OpenROAD-flow-scripts/flow DESIGN_CONFIG=/design/flow/config.mk WORK_HOME=/design/flow/orfs finish
</file>
==> flow_summary.toml <==
# yosys + openroad results
[worst_setup_path]
path_cells = "nor4_1 > and2_1 > a41oi_2 > nor2_1 > a22o_1 > clkdlybuf4s50_1"
slowest_stage = "nor4_1"
path_delay_family = "simple AND/OR/NAND/NOR gates"
reg2reg_depth = 7
worstSetupStartpoint = "height[4]"
critical-path-max-stage-delay_ns = 0.54
critical_path_required_ns = 3.84
endpoint_kind = "primary output"
r2r_slack_ns = 1.58
r2r-end = "buffer[6][3]"
start_kind = "flip-flop"
arrival_ns = 2.78
worstPathMaxFanout = 8
critPathKind = "reg2out"
path_buffers = 1
r2r-start = "height[4]"

[final_timing]
finalSetupTns_ns = 0
rsz0062_at_grt = "no"
hold_viol_final = 0
period_used_share = 0.7791
whs_ns = 0.4552
worst_pin_slew_ns = 0.8436
finalSetupViolCount = 0
relSlewSlack = 0.4369
finalCriticalPeriod_ns = 3.740
finalMaxSlewViolations = 0
fmaxAchievable_mhz = 267.4
skew_ns = 0.007100

[route]
first_pass_iters = 20
wl_per_cell_um = 18.12
drt-total-wl_um = 13160
route.vias.total = 4148
routed_via_density = 5.713
antenna_cells = 0
drc_errors = 0
drt_iter0_drc = 192
ant_nets = 0

[floorplan]
ioPinCount = 23
die_x_um = 111.0
floorplan.core_util = 0.5160
die_y_um = 111.0
core_area_mm2 = 0.01152
chip_area_mm2 = 0.01232
row_count = 39

[synthesis]
yosys.stat.seqShare = 0.4953
most_common_cell = "and2_1"
netlist_area_mm2 = 0.005942
synth.distinct_cells = 59
yosysWarnings = 1
ys_area_mm2 = 0.005942
ys.flop_type = "edfxtp_1"
synthCells = 545
ys.flops = 115
yosysTopAreaCellShare = 0.3234
syn_avg_cell_area_um2 = 10.90
top_area_cell = "edfxtp_1"
area_leaders = "edfxtp_1 (32%), dfxtp_1 (17%), and2_1 (7.2%)"
async_reset_ff_frac = 0
synthTopCellsByCount = "and2_1 (68), edfxtp_1 (64), dfxtp_1 (51), nand2_1 (47), nor2_1 (43)"
edf_count = 64
yosys-stat-cells = 545

[clock_network]
path_clk_slew_ns = 0.05
cts_made_buffers = 17
clockBufferDepth = 2
postCtsSetupBuffers = 0
clock_latency_ns = 0.41
clkSinkCount = 115
cts_tree = "yes"
cts_resized = 0
cts-hold-fix-buffers = 0
htree_num_levels = 4
root_buffer = "clkbuf_16"

[finish]
final_layout_size_suffix_gt1_frac = 0.1304
synthToLayoutAreaGrowth_pct = 16.21
num-fill-cells = 919

[power]
peakVddDrop_uv = 320.2
power_w = 0.005084
p_leak_nw = 2.550
p_per_area_mw_per_mm2 = 736.2

[worst_hold_path]
hold_path.class = "reg2reg"
hold_start = "rPtr[30]"
hold_end = "rPtr[30]"
hold_depth = 2

[grt]
grt_pass1_vias = 4272
grt_usage = 0.2427
grt_max_degree = 61
grt_pass1_wl_um = 21710
grt_antenna_before_repair = 0
globalRouteOverflowTotal = 0

[place]
placement.io_buffers = 22
place_congestion = 0.9116
dp_hpwl_um = 8921

[run]
cap_violations = 0
warnings = 29

[status]
status = "finished, final reports clean"
==> worst reg2reg max path: cells and delay by family, from the launching register on <==
kind,cells,cell delay (ns)
DFF,1,0.37
AOI/OAI and AO/OA,1,0.45
and+or+nand+nor,6,2.06
==> power by group <==
group | switching (W) | total (W) | internal, W
Combinational | 0.00127 | 0.00225 | 0.000977
Sequential | 0.000257 | 0.00154 | 0.00128
Clock | 0.000437 | 0.00129 | 0.000858
Total | 0.00197 | 0.00508 | 0.00312
==> layout by cell type (no fill, tap or decap), types with 5 or more instances in the layout <==
cell / count
and2_1: 68
edfxtp_1: 64
dfxtp_1: 51
nand2_1: 47
nor2_1: 43
mux2i_1: 29
nand2b_1: 27
clkdlybuf4s50_1: 21
clkbuf_16: 19
mux4_2: 16
nor3_1: 16
nand3_1: 12
xnor2_1: 9
a211oi_1: 9
a21oi_1: 9
nor4_1: 8
or3_1: 8
inv_1: 8
buf_4: 8
o21ai_0: 7
ha_1: 7
nor3_2: 6
and3_1: 5
==> worst max-delay path by stage <==
stage	endpoint	slack, ns	cells after the start
final	Error	1.06	6
after CTS	Error	1.06	6
after global routing	Error	0.89	6
==> sequential cells by signal (all words and copies together), names as in the netlist, named ones only <==
name,cells
dout,8
rPtr,4
wPtr,4
height,32
buffer,64
==> layer usage <==
metal | wire (µm) | vias up | GRT usage
met4 | 155 | 0 | 0.04324
li1 | - | 2051 | -
met1 | 5369 | 1990 | 0.3194
met5 | 0 | - | 0
met2 | 6997 | 95 | 0.4193
met3 | 634 | 12 | 0.07302
==> cells by family after synthesis <==
family	share of synthesized area
compound gates	0.08423
xor+xnor	0.01916
flops	0.4953
fa+ha+maj	0.01474
mux	0.1095
simple gates	0.2525
buf+inv	0.02464
==> stage by stage <==
stage / util / cell area [µm²] / cells / setup slack (ns)
after global placement: 0.5453 / 6280 / 694 / 1.494
after detailed placement: 0.5453 / 6280 / 694 / 1.424
after CTS: 0.5996 / 6905 / 726 / 1.060
final: 0.5996 / 6905 / 726 / 1.060
after global routing: 0.5996 / 6905 / 726 / 0.8858
after floorplan: - / 5942 / 545 / 2.129
==> final cells by class <==
cell class                 count  area, µm²  area share
clock buffer                  23      510.5     0.07393
timing repair buffer          30      275.3     0.03986
tap                          143      178.9     0.02591
clock inverter                 9      115.1     0.01667
multi-input combinational    398       2853      0.4131
inverter                       8      30.03    0.004349
sequential                   115       2943      0.4262
Power and IR drop assume default switching activity.
